**flow/design.v**
```verilog
`timescale 1ns/1ps
module top (
    input  wire clk,
    input  wire rst,
    input  wire [(1 << 2)*(1 + 32 + 4)-1:0] core_req_flat,  
    input  wire [(1 << 2)-1:0]             core_req_vld,   
    output reg  [(1 << 2)-1:0]             core_req_retry  
);
    localparam integer TOT_W = (1 + 32 + 4);
    wire [(1 << 2)-1:0]                 req_rw_bus;         
    wire [(1 << 2)*32-1:0]     req_addr_bus;       
    wire [(1 << 2)*4-1:0]       req_pri_bus;        
    genvar f;
    generate
        for (f = 0; f < (1 << 2); f = f + 1) begin : EXTRACT
            wire [TOT_W-1:0] req_vec_f = core_req_flat[(f+1)*TOT_W-1 : f*TOT_W];
            assign req_rw_bus[f] = (req_vec_f[(((((0 + 4 - 1) + 1) + 32 - 1) + 1)  + 1 - 1)   : ((((0 + 4 - 1) + 1) + 32 - 1) + 1)  ]);
            assign req_addr_bus[(f+1)*32-1 : f*32]
                               = (req_vec_f[(((0 + 4 - 1) + 1) + 32 - 1) : ((0 + 4 - 1) + 1)]);
            assign req_pri_bus[(f+1)*4-1 : f*4]
                              = (req_vec_f[(0 + 4 - 1)  : 0 ]);
        end
    endgenerate
    wire [(1 << 2)*(2)-1:0]      module_id_bus;      
    wire [(1 << 2)*12-1:0]  local_addr_bus;     
    genvar h;
    generate
        for (h = 0; h < (1 << 2); h = h + 1) begin : HASH
            wire [32-1:0] addr_h =
                req_addr_bus[(h+1)*32-1 : h*32];
            assign module_id_bus [(h+1)*(2)-1    : h*(2)]
                                 = addr_h[(2)-1:0];
            assign local_addr_bus[(h+1)*12-1: h*12]
                                 = addr_h[12-1:0];
        end
    endgenerate
    function [(2)-1:0] get_mid_at;
        input [(1 << 2)*(2)-1:0] bus;
        input integer i;
        reg   [(1 << 2)*(2)-1:0] tmp;
    begin
        tmp       = bus >> (i*(2));
        get_mid_at = tmp[(2)-1:0];
    end
    endfunction
    integer c, m, winner;
    reg [(1 << 2)-1:0] retry_next;
    always @(*) begin
        retry_next = {(1 << 2){1'b0}};
        for (m = 0; m < (1 << 2); m = m + 1) begin
            winner = -1;
            for (c = 0; c < (1 << 2); c = c + 1) begin
                if (core_req_vld[c] &&
                    (get_mid_at(module_id_bus, c) == m[(2)-1:0])) begin
                    if (winner == -1)
                        winner = c;            
                    else
                        retry_next[c] = 1'b1;  
                end
            end
        end
    end
    always @(posedge clk or posedge rst) begin
        if (rst)
            core_req_retry <= {(1 << 2){1'b0}};
        else
            core_req_retry <= retry_next;
    end
endmodule
```
**flow/run.sh**
```bash
#!/bin/bash
# OpenROAD 26Q1-2900-gdf79404cd8, Yosys 0.63+post, stock flow scripts
make -C /OpenROAD-flow-scripts/flow DESIGN_CONFIG=/design/flow/config.mk WORK_HOME=/design/flow/orfs finish
```
**flow/config.mk**
```make
export PLATFORM = sky130hd
export DESIGN_NAME = top
export DESIGN_NICKNAME = top
export VERILOG_FILES = /design/flow/design.v
export SDC_FILE = /design/flow/constraint.sdc
export NUM_CORES = 4
export LEC_CHECK = 1
export CORE_AREA = 10 10 70 70
export DIE_AREA = 0 0 80 80
```
**flow/constraint.sdc**
```tcl
current_design top

set clk_period 1.0
set clk_io_pct 0.2

create_clock -name clk0 -period $clk_period [get_ports {clk}]

set non_clock_inputs [all_inputs -no_clocks]
set_input_delay [expr $clk_period * $clk_io_pct] -clock clk0 $non_clock_inputs
set_output_delay [expr $clk_period * $clk_io_pct] -clock clk0 [all_outputs]
```
==> results_slide.txt <==
Synthesis and Place & Route Summary

Placed design
  – Placed Cells: between 100 and 150
  – DP Wirelength: 1050 um
  – Final RePlAce weighted congestion: 0.878
  – Port buffer count: 16

Synthesis
  – Mapped cell area: 315 um2
  – Yosys top cell by area: dfrtp_1
  – Sequential area share after synthesis: 23.8%
  – Synthesis area per yosys: 315 um2
  – Syn Inst Count: 39
  – Unique cell types: 21
  – Mapped Avg Cell Area: 8.08 um2
  – Complex Gates by Area: a little under a quarter
  – Adder share: 0%
  – Yosys warnings: 1
  – XOR/XNOR Area Share: 11.1%
  – Dominant kind of combinational cell: simple AND/OR/NAND/NOR gates
  – Max-area cell share: about a quarter
  – Simple share: around a third
  – Synthesized flop and latch total: 3
  – Yosys Instances: 39
  – Synth area leaders: dfrtp_1 (24%), xor2_1 (11%), nand3b_1 (9.5%)
  – Commonest cells post-synth: inv_1 (4), nand2_1 (4), nand3b_1 (4), xor2_1 (4)
  – Multiplexer share of the synthesized area: 0%
  – Post-synthesis async set-or-reset flop share: 100%
  – Ys flop type: dfrtp_1
  – Post-synth EDFFs: 0

Global routing
  – Largest net degree at the start of global routing: 7
  – Initial antenna violation count: 0
  – First-pass GRT wire length: 1940 um
  – Global Route Usage Sum: 3.89%
  – Total gr overflow: 0
  – Vias in the first global route: 447

Layout
  – Comb area: between 200 and 250 um2
  – Area Growth Syn to Fin: 92.5%
  – Largest Register: core_req_retry
  – Finished Core Util: 17.8%
  – Non-Filler Instances: 113
  – Number of flip-flops in the largest register: 3
  – Top flop regs: core_req_retry: 3 flops
  – Register area: 75.1 um2
  – Fillers: 399
  – Layout cells sized above 1: 23.9%

Detailed routing
  – Drt initial violations: 13
  – First-pass detailed-route iteration total: 4
  – Wire per inst: 11.0 um
  – WL final: around 1200 um
  – DR DRC count: 0
  – ANT cells: 0
  – Routed vias/inst: 3.65
  – Final ANT Viol Nets: 0
  – Via count: between 400 and 500

Worst hold path
  – Hold Crit Class: primary input to asynchronous set/reset pin

Die
  – Ports: approximately 160
  – Area of the core: 3420 um2
  – Fp util: a little under a tenth
  – Chip area: roughly 6400 um2
  – Num rows: 21
  – Die y size: 80 um
  – Die X: 80 um

Clock network
  – H-tree Lvls: 1
  – CTS tree: built
  – Clock Tree Buf Depth: 2
  – Cts-stage hold buffer count: 0
  – Postcts setup bufs: 0
  – Clock slew at reported path FFs: about 0.040 ns
  – TritonCTS Buffers: 3
  – CTS root buf: clkbuf_4
  – # clock sinks: 3

Power
  – Pwr Density: between 800 and 900 nW/um2
  – Max VDD drop: roughly 0.35 mV
  – Tot Pwr: 522 uW
  – Static Leak: 0.000275 uW

STA
  – Crit path time final: 0.971 ns
  – Final worst-path cycle share: slightly below 100%
  – Setup violations, final: 0
  – Max Fclk: 1030 MHz
  – Max-slew violation count: 0
  – RSZ-0062 raised after global routing: no
  – Setup TNS: 0 ns
  – Fin. Hold Viols: 0

Worst setup path
  – WP buf/inv: 1
  – Critical Path Start Type: flip-flop
  – CP Class: flip-flop to primary output
  – Critical path, cell by cell: clkdlybuf4s15_1
  – Slowest-stage cell, CP: dfrtp_1
  – WP data arrival: 0.77 ns
  – CP delay by family, top: flip-flops
  – CP peak stage delay: 0.35 ns
  – Critical-path maximum fanout: 1
  – Crit. End Element: primary output
  – Crit path DRT: 0.80 ns

Status
  – Status: finished, final reports clean

Run
  – Maxcap violations: 0
  – Stage-log warning count: 165
[stage by stage]
stage / area [um2] / hold slack [ns] / setup WS [ns]
after floorplan: 315 / -0.0464 / 0.0626
after global routing: 607 / 0.148 / 0.00274
final: 607 / 0.138 / 0.0287
after CTS: 617 / 0.138 / 0.000263
after global placement: 596 / 0.398 / -0.422
after detailed placement: 596 / 0.393 / -0.437
[worst max path at each step]
stage                                       start                 to  slack, ns  depth (start not counted)
after CTS             core_req_retry[3]$_DFF_PP0_  core_req_retry[3]     0.0003                          1
after global routing  core_req_retry[2]$_DFF_PP0_  core_req_retry[2]      0.003                          1
final                 core_req_retry[2]$_DFF_PP0_  core_req_retry[2]       0.03                          1
[cell usage in the layout, fill, tap and decap left out, drive strengths merged, types with 3 or more instances in the layout]
master and n:
dfrtp 3, xor2 4, inv 4, nand2 4, nand3 3, dlygate4sd2 10
clkdlybuf4s50 3, clkbuf 6, nor3b 3, buf 10, nand3b 4
[where the power goes]
group	switching [uW]	internal [uW]
logic	73.8	95.2
clock network	69.6	150
registers	3.37	130
total	147	375
[what timing repair did]
item | CTS | global route
endpoints found under the setup margin | 6 | 3
pin swaps | 1 | 1
hold endpoints to repair | 0 | 0
resized | 17 | 2
[metal layers]
| metal | vias to the layer above | track usage [%] | wire length (um) |
|---|---|---|---|
| met5 | - | 0 | 0 |
| met4 | 0 | 0.176 | 0 |
| met3 | 0 | 2.73 | 142 |
| met2 | 19 | 5.14 | 467 |
| met1 | 194 | 5.25 | 633 |
| li1 | 199 | - | - |
[cell families after synthesis]
| logic type | count (synthesis) |
|---|---|
| XOR/XNOR | 4 |
| AND/OR/NAND/NOR | 17 |
| other | 1 |
| buffers and inverters | 6 |
| AND-OR/OR-AND | 8 |
| flip-flops | 3 |
[layout make-up]
cell class	count	area share, %
multi-input cells	30	36.3
repair buffers	26	35.1
flip-flops and latches	3	12.4
well taps	46	9.48
clock buffers	4	4.33
inverters	4	2.47
No activity file was given, so power comes from the tool's default toggle rates.
